==> flow/design.v <==
module InstructionFetch(clk, rst, freeze, branchTaken, branchAddress, PC, instruction);
	input wire clk, rst;
	input wire freeze, branchTaken;
	input wire[31:0] branchAddress;
	output wire[31:0] PC, instruction;
	wire[31:0] PCIn, PCOut;
	MUX beforePCMux(.select(branchTaken), .in0(PC), .in1(branchAddress), .out(PCIn));
	PC PCRegister(.clk(clk), .rst(rst), .in(PCIn), .freeze(freeze), .out(PCOut));
	assign PC = 32'd4 + PCOut;
	instructionMemory instructionMemory(.address(PCOut), .instruction(instruction));
endmodule
module instructionMemory(address, instruction);
	input wire[31:0] address;
	output reg[31:0] instruction;
	always @(*) begin
		case(address/4)
			32'd0: instruction <= 32'b1110_00_1_1101_0_0000_0000_000000010100;
			32'd1: instruction <= 32'b1110_00_1_1101_0_0000_0001_101000000001;
			32'd2: instruction <= 32'b1110_00_1_1101_0_0000_0010_000100000011;
			32'd3: instruction <= 32'b1110_00_0_0100_1_0010_0011_000000000010;
			32'd4: instruction <= 32'b1110_00_0_0101_0_0000_0100_000000000000;
			32'd5: instruction <= 32'b1110_00_0_0010_0_0100_0101_000100000100;
			32'd6: instruction <= 32'b1110_00_0_0110_0_0000_0110_000010100000;
			32'd7: instruction <= 32'b1110_00_0_1100_0_0101_0111_000101000010;
			32'd8: instruction <= 32'b1110_00_0_0000_0_0111_1000_000000000011;
			32'd9: instruction <= 32'b1110_00_0_1111_0_0000_1001_000000000110;
			32'd10: instruction <= 32'b1110_00_0_0001_0_0100_1010_000000000101;
			32'd11: instruction <= 32'b1110_00_0_1010_1_1000_0000_000000000110;
			32'd12: instruction <= 32'b0001_00_0_0100_0_0001_0001_000000000001;
			32'd13: instruction <= 32'b1110_00_0_1000_1_1001_0000_000000001000;
			32'd14: instruction <= 32'b0000_00_0_0100_0_0010_0010_000000000010;
			32'd15: instruction <= 32'b1110_00_1_1101_0_0000_0000_101100000001;
			32'd16: instruction <= 32'b1110_01_0_0100_0_0000_0001_000000000000;
			32'd17: instruction <= 32'b1110_01_0_0100_1_0000_1011_000000000000;
			32'd18: instruction <= 32'b1110_01_0_0100_0_0000_0010_000000000100;
			32'd19: instruction <= 32'b1110_01_0_0100_0_0000_0011_000000001000;
			32'd20: instruction <= 32'b1110_01_0_0100_0_0000_0100_000000001101;
			32'd21: instruction <= 32'b1110_01_0_0100_0_0000_0101_000000010000;
			32'd22: instruction <= 32'b1110_01_0_0100_0_0000_0110_000000010100;
			32'd23: instruction <= 32'b1110_01_0_0100_1_0000_1010_000000000100;
			32'd24: instruction <= 32'b1110_01_0_0100_0_0000_0111_000000011000;
			32'd25: instruction <= 32'b1110_00_1_1101_0_0000_0001_000000000100;
			32'd26: instruction <= 32'b1110_00_1_1101_0_0000_0010_000000000000;
			32'd27: instruction <= 32'b1110_00_1_1101_0_0000_0011_000000000000;
			32'd28: instruction <= 32'b1110_00_0_0100_0_0000_0100_000100000011;
			32'd29: instruction <= 32'b1110_01_0_0100_1_0100_0101_000000000000;
			32'd30: instruction <= 32'b1110_01_0_0100_1_0100_0110_000000000100;
			32'd31: instruction <= 32'b1110_00_0_1010_1_0101_0000_000000000110;
			32'd32: instruction <= 32'b1100_01_0_0100_0_0100_0110_000000000000;
			32'd33: instruction <= 32'b1100_01_0_0100_0_0100_0101_000000000100;
			32'd34: instruction <= 32'b1110_00_1_0100_0_0011_0011_000000000001;
			32'd35: instruction <= 32'b1110_00_1_1010_1_0011_0000_000000000011;
			32'd36: instruction <= 32'b1011_10_1_0_111111111111111111110111;
			32'd37: instruction <= 32'b1110_00_1_0100_0_0010_0010_000000000001;
			32'd38: instruction <= 32'b1110_00_0_1010_1_0010_0000_000000000001;
			32'd39: instruction <= 32'b1011_10_1_0_111111111111111111110011;
			32'd40: instruction <= 32'b1110_01_0_0100_1_0000_0001_000000000000;
			32'd41: instruction <= 32'b1110_01_0_0100_1_0000_0010_000000000100;
			32'd42: instruction <= 32'b1110_01_0_0100_1_0000_0011_000000001000;
			32'd43: instruction <= 32'b1110_01_0_0100_1_0000_0100_000000001100;
			32'd44: instruction <= 32'b1110_01_0_0100_1_0000_0101_000000010000;
			32'd45: instruction <= 32'b1110_01_0_0100_1_0000_0110_000000010100;
			32'd46: instruction <= 32'b1110_10_1_0_111111111111111111111111;
			default: instruction <= 32'd0;
		endcase
	end
endmodule
module MUX(select, in0, in1, out);
	parameter DATA_SIZE = 32;
	input wire select;
	input wire[DATA_SIZE-1:0] in0, in1;
	output wire[DATA_SIZE-1:0] out;
	assign out = (select) ? in1 : in0 ;
endmodule
module PC(clk, rst, in, freeze, out);
	input wire clk, rst;
	input wire freeze;
	input wire[31:0] in;
	output reg[31:0] out;
	always @(posedge clk) begin
		if (rst) out = 0;
		else if (!freeze) out = in;
	end
endmodule
==> flow/run.sh <==
#!/bin/bash
# OpenROAD 26Q1-2900-gdf79404cd8, Yosys 0.63+post, stock flow scripts
make -C /OpenROAD-flow-scripts/flow DESIGN_CONFIG=/design/flow/config.mk WORK_HOME=/design/flow/orfs finish
==> flow/config.mk <==
export PLATFORM = sky130hd
export DESIGN_NAME = InstructionFetch
export DESIGN_NICKNAME = InstructionFetch
export VERILOG_FILES = /design/flow/design.v
export SDC_FILE = /design/flow/constraint.sdc
export NUM_CORES = 4
export LEC_CHECK = 1
export CORE_UTILIZATION = 50
==> flow/constraint.sdc <==
current_design InstructionFetch

set clk_period 6.6
set clk_io_pct 0.2

create_clock -name clk0 -period $clk_period [get_ports {clk}]

set non_clock_inputs [all_inputs -no_clocks]
set_input_delay [expr $clk_period * $clk_io_pct] -clock clk0 $non_clock_inputs
set_output_delay [expr $clk_period * $clk_io_pct] -clock clk0 [all_outputs]
==> run notes <==
flow finished, numbers: Net Switching=0.325 mW, Num CTS Buffers=9, Yosys cell types=75, Critical Path Sink Type=output port, Max-cap violations=0, Initial Utilization=51.5%, Reg area=1220 µm², Cells after Synth=579, endpoints failing setup=0, P_int=0.691 mW, # hold bufs at CTS=0, Worst-Margin Slew=0.886 ns, Worst slew margin=40.7%, Vias per Instance=6.25, LEAKAGE=2.19 nW, clock power share=33.3%, top cells by count=nand2_1, dfxtp_1, nor2_1, dpl cells=748, Critical Path RT=5.28 ns, WP data arrival=3.11 ns, Setup CP Type=reg2out, # fillers=732, number of antenna repair diodes=0, R2R setup slack=3.61 ns, first-pass GRT wire length=21700 µm, clock root cell=clkbuf_8, Worst setup SP type=flop, Top-area cell share=27.3%, chip width=96.5 µm, core area=8680 µm², synthesis-to-layout area growth=26.0%, all-layer global routing usage=30.9%, I/O pin total=100, Worst R2R Start=PCRegister.out[2], initial DRC count=373, cycle use final=67.1%, Clock Tree Buf Depth=2, RSZ-0062 raised after global routing=no, PortBufs=99, Worst Hold Depth=2, Buf/Inv on CP=1, final non-filler cell total=764, Mapped Area=4470 µm², Antenna Nets Post-Route=0, hpwl dp=9510 µm, Crit path max-delay family=simple AND/OR/NAND/NOR gates, mux share=3.92%, max-slew violation count=0, WL per Instance=18.1 µm, tally of OpenROAD warnings=33, Hold EP=PCRegister.out[1], power share of the sequential group=41.6%, row count=34, adder share=2.52%, clock skew=0.0109 ns, Overflow after GRT=0, outcome=finished clean, Detailed Route WL=13800 µm, EDFF count, synth=0, vias in the first global route=4160, CTS tree=built, clock transition at the registers of the reported paths=0.07 ns, DR vias=4777, initial antenna violation count=0, chip area=9320 µm², prevailing post-synth register cell=dfxtp_1, maximum fanout along the worst path=9, Comb area=2930 µm², final hold vios=0, layout cells sized above 1=8.23%, R2R depth=9, Fmax=226 MHz, Comb pwr share=25.1%, number of setup buffers added after CTS=0, syn avg cell area=7.72 µm², count leader, synth=nand2_1, Yosys Chip Area=4470 µm², Seq share, synth=27.3%, Final Critical Period=4.43 ns, DRT Pass-1 Iters=5, largest net degree at the start of global routing=66, AND/OR/NAND/NOR Cells, Area Fraction=27.8%, chip height=96.5 µm, Flops after synth=61, top cells by area=dfxtp_1, nand2_1, and2_1, Yosys Instances=579, worst vdd ir=0.122 mV, GP Congestion=0.998, CP dominant cell by count=and3_1, critical path, cell by cell=ha_1 -> and3_1 -> nand4_1 -> nor2_1 -> and3_1 -> xnor2_1 -> clkdlybuf4s50_1, setup TNS=0 ns, CTS sink count=61, Ys Warns=2, Yosys top cell by area=dfxtp_1, CTS H-tree depth=3, Gates resized, CTS repair=0, path category of the worst min-delay check=reg2reg, comb area leader=simple AND/OR/NAND/NOR gates, CP max-delay cell=dfxtp_1, Hold Startpoint=PCRegister.out[1], drt drc=0, pwr/cell area=181 nW/µm², Synth async-reset ratio=0%, switching part of the total power=32.0%, Worst path max stage delay=0.51 ns, yosys aoi share=25.2%, Insertion Delay late pin=0.35 ns, area fraction in xor and xnor cells=6.08%
[routing by layer]
metal / global-route usage (%) / part of all wire (%)
met1: 50.0 / 47
met2: 42.5 / 41
met3: 6.60 / 9.9
met4: 6.13 / 2.4
met5: 0 / 0
[worst reg2reg max path, cell delays in order, from the launching register on]
cell      delay (ns)
dfxtp_1         0.51
ha_1            0.30
mux2_2          0.28
o211ai_1        0.16
buf_4           0.24
inv_1           0.13
ha_1            0.31
o21a_1          0.23
o21ai_0         0.47
o211ai_1        0.22
[worst max path at each step]
| stage | cells after the start | start | endpoint | slack, ns |
|---|---|---|---|---|
| final | 7 | PCRegister.out[2] | PC[22] | 2.17 |
| after CTS | 7 | PCRegister.out[2] | PC[22] | 2.21 |
| after global routing | 7 | PCRegister.out[2] | PC[22] | 1.92 |
[cells by family (layout without fill, tap and decap cells)]
| group | count (synthesis) | in the layout |
|---|---|---|
| simple gates | 237 | 237 |
| xor+xnor | 31 | 31 |
| mux | 17 | 17 |
| flops | 61 | 61 |
| compound gates | 154 | 154 |
| buf+inv | 70 | 147 |
| fa+ha+maj | 9 | 9 |
[power groups by stage]
stage | Clock [mW] | Combinational, mW | Sequential, mW
4_1_cts | 0.344 | 0.250 | 0.422
5_1_grt | 0.361 | 0.277 | 0.426
6_report | 0.338 | 0.255 | 0.423
[through the flow]
step | worst slack, ns | instance area (µm²) | util [%] | power [mW] | hold WS, ns
6_report | 2.17 | 5630 | 64.9 | 1.02 | 0.513
5_1_grt | 1.92 | 5630 | 64.9 | 1.06 | 0.541
4_1_cts | 2.21 | 5630 | 64.9 | 1.02 | 0.510
3_5_place_dp | 2.00 | 5430 | 62.6 | 0.678 | 0.491
3_3_place_gp | 1.93 | 5430 | 62.6 | 0.680 | 0.485
2_1_floorplan | 3.00 | 4470 | - | 0.574 | 0.462
[placed cells by master, fill, tap and decap left out, drive strengths merged, types with 4 or more instances in the layout]
cell type,netlist,layout
o211ai,17,17
a21oi,24,24
a32o,5,5
a211oi,4,4
nand4,10,10
inv,20,21
and2,36,36
o21ai,25,25
xnor2,19,19
o22ai,10,10
a31oi,6,6
buf,24,12
a211o,5,5
xor2,12,12
nor2,39,39
a22oi,8,8
dfxtp,61,61
mux2,4,4
nand2,68,68
clkbuf,25,9
nor4,12,12
clkdlybuf4s50,0,98
a21o,4,4
nor3,14,14
o21a,5,5
nand2b,4,4
o31ai,8,8
clkinv,1,5
and3,13,13
a32oi,8,8
mux2i,13,13
ha,9,9
nand3,28,28
[cell type report]
type	count	area share, %
multi-input combinational	448	52.0
sequential	61	21.7
timing repair buffer	110	19.0
tap	108	2.40
clock buffer	9	2.20
inverter	21	1.40
clock inverter	7	1.31
Power figures rest on the tool's default switching activity, not on a simulated workload.
