`flow/config.mk`:
```
export PLATFORM = sky130hd
export DESIGN_NAME = RegisterUnitID2EXE
export DESIGN_NICKNAME = RegisterUnitID2EXE
export VERILOG_FILES = /design/flow/design.v
export SDC_FILE = /design/flow/constraint.sdc
export NUM_CORES = 4
export LEC_CHECK = 1
export CORE_AREA = 10 10 191 191
export DIE_AREA = 0 0 201 201
```
`flow/constraint.sdc`:
```
current_design RegisterUnitID2EXE

set clk_period 1.0
set clk_io_pct 0.2

create_clock -name clk0 -period $clk_period [get_ports {clk}]

set non_clock_inputs [all_inputs -no_clocks]
set_input_delay [expr $clk_period * $clk_io_pct] -clock clk0 $non_clock_inputs
set_output_delay [expr $clk_period * $clk_io_pct] -clock clk0 [all_outputs]
```
`flow/design.v`:
```
module RegisterUnitID2EXE(clk, rst, flush,
		writeBackEnIn, memReadIn, memWriteIn,
		executeCommandIn, sIn, branchIn, PCIn, reg1ValIn, reg2ValIn, immediateIn,
		shiftOperandIn, signedImmediateIn, destinationIn, NIn, ZIn, CIn, VIn,
		src1In, src2In,
		writeBackEn, memRead, memWrite,
		executeCommand, s, branch, PC, reg1Val, reg2Val, immediate,
		shiftOperand, signedImmediate, destination, N, Z, C, V,
		src1, src2);
	input wire clk, rst;
	input wire flush;
	input wire writeBackEnIn, memReadIn, memWriteIn, sIn, branchIn, immediateIn;
	input wire NIn, ZIn, CIn, VIn;
	input wire[3:0] executeCommandIn;
	input wire[31:0] PCIn, reg1ValIn, reg2ValIn;
	input wire[11:0] shiftOperandIn;
	input wire[23:0] signedImmediateIn;
	input wire[3:0] destinationIn;
	input wire[3:0] src1In, src2In;
	output reg writeBackEn, memRead, memWrite, s, branch, immediate;
	output reg N, Z, C, V;
	output reg[3:0] executeCommand;
	output reg[31:0] PC, reg1Val, reg2Val;
	output reg[11:0] shiftOperand;
	output reg[23:0] signedImmediate;
	output reg[3:0] destination;
	output reg[3:0] src1, src2;
	always @(posedge clk) begin
		{writeBackEn, memRead, memWrite, executeCommand, s, branch, PC, reg1Val, reg2Val,
		 immediate, shiftOperand, signedImmediate, destination, N, Z, C, V, src1, src2} =
		  (rst | flush) ? 0 :
			{writeBackEnIn, memReadIn, memWriteIn, executeCommandIn, sIn, branchIn, PCIn,
				reg1ValIn, reg2ValIn, immediateIn, shiftOperandIn, signedImmediateIn,
				 destinationIn, NIn, ZIn, CIn, VIn, src1In, src2In};
	end
endmodule
```
`flow/run.sh`:
```
#!/bin/bash
# OpenROAD 26Q1-2900-gdf79404cd8, Yosys 0.63+post, stock flow scripts
make -C /OpenROAD-flow-scripts/flow DESIGN_CONFIG=/design/flow/config.mk WORK_HOME=/design/flow/orfs finish
```
==> results.txt <==
Observations from the implementation run.

Run status:
- The flow ran to the end, but the final reports show violations.
- The final reports fail on negative setup slack.

Worst setup path:
- The worst setup path is of the reg -> out kind.
- The timing report gives the biggest stage delay along the critical path as 0.37 ns.
- The timing report notes that buffer and inverter cells on the critical path total 1.
- The worst setup path is launched from a flip-flop.
- STA classifies the critical path endpoint as a primary output.
- The run gives the critical path's top delay family as flip-flops.
- The run gives the largest fanout on the critical path as 1.
- The run gives the critical path data required time as roughly 0.8 ns.
- The run gives the master of the slowest instance on the critical path as dfxtp_4.
- Per STA, the worst path is made up of buf_6.
- The run puts the data arrival time of the critical path at 0.91 ns.

Detailed routing:
- The run puts the final antenna-violating net count at 0.
- The run puts the average routed wire per standard cell at 16.3 um.
- The run gives the DRC violation count after routing as 0.
- Wires add up to 18.8 mm.
- The pre-antenna-repair detailed-routing pass consisted of 4 iterations.
- Across all layers, the routed design uses about 3800 vias.
- Detailed-route iteration 0 reported a violation count of 76.
- The run gives the number of diodes as 0.
- The run gives the per-cell via count in the routed design as 3.31.

Global route:
- The run puts the total overflow reported by the global router at 0.
- The run gives the via count of the first global-routing pass as 4039.
- The run puts the pin count of the biggest net entering global routing at 25.
- The run gives the total routing resource utilization after global routing as under 10%.
- The initial antenna violation count came to 0.
- The first global-routing pass estimated 27.5 mm of wire.

Placed design:
- The run puts the count of buffers inserted at the top-level ports at 318.
- The run gives the placed wire-length estimate after detailed placement as 14.5 mm.
- Summing all placed instances gives a cell area of 9220 sq um.
- The run puts the routability congestion estimate from global placement at 0.791.

Layout:
- The run gives the logic area as 1790 sq um.
- The area taken by sequential standard cells is reported as between 3000 and 4000 sq um.
- The run gives the cell area after layout as 9150 sq um.
- The run gives the tally of filler cells in the layout as 3382.
- The library cell used most frequently in the layout, excluding fill and tap cells, is clkdlybuf4s50_1.
- The run puts the final core area utilization at 28.2%.
- Leaving out fill and tap cells, the most frequent cells in the layout are clkdlybuf4s50_1, buf_2, dfxtp_1, nor3b_2, nor3b_1.
- The run puts the area growth from synthesis to final layout at 72.2%.
- The run puts the layout cell share with drive strength beyond 1 at 53.5%.

Clock network:
- TritonCTS built the clock tree.
- Counting every sink on the clock net gives about 160.
- The run gives the number of H-tree branching levels as 4.
- The run gives the deepest clock path buffer count as 2.
- The run gives the buffer cell driving the clock tree root as clkbuf_16.
- Counting the buffers created by CTS gives 17.
- The report puts the hold buffer count at CTS at 0.
- Once the clock tree was built, the setup fixing pass inserted 0 buffers.
- The run puts the clock-pin transition on the worst setup and hold timing paths at about 0.060 ns.

Floorplanning:
- In the floorplan report the effective utilization is 16.4%.
- From bottom edge to top edge, the die measures 201 um.
- 319 I/O pins were placed.
- After floorplanning, the core was divided into around 66 placement rows.
- The run puts the chip area at roughly 40000 sq um.
- The run puts the floorplan core area at 32500 sq um.
- The run puts the width of the chip at 201 um.

STA:
- Setup repair after global routing could not meet its margin everywhere.
- The run gives the final period utilization as 111%.
- The run puts the final critical-path setup slack at -0.109 ns.
- The run puts the total negative slack for setup checks at -5.28 ns.
- The run puts the highest clock rate at ~0.9 GHz.
- The run gives the total count of max-transition violations in the final report as 0.
- The worst pin sits at a relative slew slack of 74.3%.
- Counting endpoints that fail hold in the final report gives 0.
- The run gives the number of failing setup endpoints in the final timing report as between 150 and 200.
- The run gives the final critical path time including I/O delays and setup as 1.11 ns.
- At the pin with the least slew margin, the transition time is approximately 0.38 ns.
- The run puts the final worst hold slack at 0.134 ns.

Synth:
- The run gives the yosys stat chip area as around 5300 sq um.
- The run puts the post-synthesis share of cell area spent on and, or, nand and nor gates at 33.6%.
- Once synthesis finished, the tally of register bits stood at 158.
- The cell-mix breakdown from Yosys lists the XOR/XNOR area share as 0%.
- The run puts the number of cell instances after yosys synthesis at roughly 350.
- The run puts the number of library cell types mapped by synthesis at 6.
- Grouping non-sequential cells by family puts the most area in simple AND/OR/NAND/NOR gates.
- The run gives the mux share of post-synthesis cell area as 0%.
- The run gives the synthesis warning total as 1.
- The run gives the instance count of the mapped netlist as 352.
- The run puts the mapped cell area at 5310 sq um.
- The run gives the sequential element share of the synthesized area as 59.5%.
- The run puts the area share of and-or/or-and cells after synthesis at 0%.
- The run puts the share of synthesized cell area in full adder, half adder and majority cells at 0%.
- Each instance of the synthesized netlist takes up on average 15.1 sq um.

Power:
- The script extracted a total leakage power of 3.77 nW.
- The run gives the power density of the placed cells as around 1700 nW/um^2.
- The run gives the power share of the sequential group as 43.3%.
- The run gives the clock power share as 45.8%.
- The run gives the combinational share of power as 11.0%.
- The run puts the cell internal power dissipation at 0.0119 W.
- The run puts the switching part of the total at approximately 22%.
- The run gives the switching power summed over all nets as 0.00338 W.
- IR analysis of the VDD net gives a maximum drop of 1.02 mV.

Worst hold path:
- The run gives the worst min-delay path class as in -> reg.

Run:
- Across the run, the number of max-cap violations was 0.
- The run puts the total tool warning count at 27.
flip-flops by register name (all words and copies together), names as in the netlist, 4 cells and up:
register,count
destination,4
reg1Val,32
src1,4
executeCommand,4
src2,4
PC,32
signedImmediate,24
reg2Val,32
shiftOperand,12
stage by stage:
step / std cells / total power, W / setup WS, ns
floorplan: 352 / 0.00731 / 0.194
global placement: 1120 / 0.00868 / -0.174
detailed placement: 1120 / 0.00868 / -0.198
CTS: 1151 / 0.0156 / -0.157
global route: 1151 / 0.0160 / -0.163
finish: 1151 / 0.0153 / -0.109
synth_stat cells:
cell type	count	area, sq um
buf_6	29	327
buf_2	6	30.0
dfxtp_1	158	3160
buf_4	1	7.51
nor3b_1	38	285
nor3b_2	120	1500
layout make-up:
| cell class | instances | area share, % |
|---|---|---|
| clock buffer | 19 | 4.73 |
| timing repair buffer | 362 | 32.7 |
| sequential | 158 | 35.0 |
| tap | 442 | 6.04 |
| multi-input combinational | 158 | 19.5 |
| clock inverter | 12 | 2.04 |
power groups by stage:
stage | clock (W) | sequential [W] | combinational [W]
5_1_grt | 0.00758 | 0.00663 | 0.00181
4_1_cts | 0.00729 | 0.00661 | 0.00171
6_report | 0.00699 | 0.00661 | 0.00167
path summary, 6_finish.rpt:
check | startpoint | end | slack (ns) | depth (start not counted)
hold / removal | flush | PC[13] | 0.13 | 2
setup / recovery | shiftOperand[8] | shiftOperand[8] | -0.11 | 1
metal layers:
| metal | GRT usage [%] | vias up | share of wire [%] |
|---|---|---|---|
| li1 | - | 1889 | - |
| met1 | 10.7 | 1772 | 40 |
| met2 | 15.6 | 144 | 51 |
| met3 | 3.56 | 10 | 7.3 |
| met4 | 1.08 | 0 | 1.2 |
| met5 | 0 | - | 0 |
cells by family (layout without fill, tap and decap cells):
family | Yosys count | after routing
simple gates | 158 | 158
buf+inv | 36 | 393
flops | 158 | 158
repair_timing:
item	4_1_cts	5_1_grt
gates cloned	0	0
resized	551	16
hold endpoints to repair	0	0
setup endpoints to repair	158	158
Power and IR drop assume default switching activity.
