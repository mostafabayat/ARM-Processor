`./run.sh`:
```
#!/bin/bash
# OpenROAD 26Q1-2900-gdf79404cd8, Yosys 0.63+post, stock flow scripts
make -C /OpenROAD-flow-scripts/flow DESIGN_CONFIG=/design/flow/config.mk WORK_HOME=/design/flow/orfs finish
```
`./config.mk`:
```
export PLATFORM = sky130hd
export DESIGN_NAME = DataMemory
export DESIGN_NICKNAME = DataMemory
export VERILOG_FILES = /design/flow/design.v
export SDC_FILE = /design/flow/constraint.sdc
export NUM_CORES = 4
export LEC_CHECK = 1
export CORE_UTILIZATION = 30
```
`./constraint.sdc`:
```
current_design DataMemory

set clk_period 54.2
set clk_io_pct 0.2

create_clock -name clk0 -period $clk_period [get_ports {clk}]

set non_clock_inputs [all_inputs -no_clocks]
set_input_delay [expr $clk_period * $clk_io_pct] -clock clk0 $non_clock_inputs
set_output_delay [expr $clk_period * $clk_io_pct] -clock clk0 [all_outputs]
```
`./design.v`:
```
module DataMemory(clk, rst, memRead, memWrite, address, data, memOut);
	input wire clk, rst;
	input wire memRead, memWrite;
	input wire[31:0] address, data;
	output wire[31:0] memOut;
	reg[31:0] memory[0:63];
	wire[31:0] tempAddr;
	wire[5:0] addr;
	assign tempAddr = address - 1024;
	assign addr = tempAddr[7:2];
	always @(posedge clk) begin
		if (memWrite) begin
			memory[addr] = data;
		end
	end
	assign memOut = (memRead) ? memory[addr] : 0;
endmodule
```
==> Changelog: implementation <==
### Changed

- Final Hold Fails: 0
- Crit-path most repeated cell: buf_4
- Number of fill cells: 24,413
- Post-cts resize count: 0
- Worst Max-Slew Pin Slew: between 1 and 1.5 ns
- Unique cell types: 58
- Synth area leader: edfxtp_1
- Max stage delay on crit path: 0.74 ns
- Wire per inst: 27.22 um
- EDFF count, synth: roughly 2,000
- Remaining global-route overflow: 0
- Slew margin rel.: just under 30%
- Die Size: 269,500 sq um
- Setup violations, final: 0
- Peak VDD IR: 0.00002531 V
- Cell family with most CP delay: buffers and inverters
- Post-route ant nets: 0
- Fmax: 35.89 MHz
- Vias in the first global route: 48,031
- Share of cells above drive strength 1: 15.01%
- GRT Total Usage: 18.14%
- Critical Path, Cell by Cell: buf_8 > buf_4 > buf_4 > buf_4 > and2_4 > buf_4 > buf_4 > a22oi_1 > o211ai_1 > a2111oi_0 > a41oi_1 > clkdlybuf4s50_1
- Max Cap Viol: 0
- Pre-CTS setup slack: 26.33 ns
- DRT iter0 DRCs: 3,235
- DR vias/cell: 5.375
- Share of async-settable or async-resettable flops after synthesis: 0%
- Top cells by count, synth: 2,048 x edfxtp_1, 275 x a221oi_1, 248 x a22oi_1, 201 x clkbuf_1, 183 x o21ai_0
- Post-Place Cell Area: 85,950 sq um
- Status: complete, no violations
- TritonCTS clock tree: built
- Hold path cells: 1
- Top-area cell share: 76.65%
- Critical Path AT: 17.02 ns
- Hold Startpoint: data[18]
- First-pass DRT Iterations: 6
- CTS H-tree depth: 4
- Deepest clock path buffer count: 3
- Seq share, synth: 76.65%
- Post-placement cell count: 8,128
- CTS clk-pin slew, worst paths: 0.06 ns
- Fin crit share: 51.41%
- Synthesized area per cell: 17.17 sq um
- Yosys Chip Area: about 80,000 sq um
- Fp_density: 30.21%
- Yosys reg bits: 2,048
- Log Warnings: 53
- First-pass GRT wire length: 332.1 mm
- Min Clock Period, post-route: 27.86 ns
- Initial antenna violation count: 6
- Pleak: between 20 and 30 nW
- Vias: 45,582
- Yosys warning tally: 1
- I/O Pins: approximately 100
- Max-slew violations: 0
- Routed WL: 230.9 mm
- Floorplan row count: 189
- Area delta synth->final: 14.68%
- Port bufs: 72
- Worst endpoint required time: 43.36 ns
- Core footprint: 265,600 sq um
- Dominant flop cell: edfxtp_1
- Mapped Cells: 4,674
- Die Span Y: 519.1 um
- Die Span X: 519.1 um
- Pwr Density: 35.24 nW/um^2
- RSZ-0062 raised after global routing: false
- CP bufs+invs: 7
- Logic area: roughly 18,000 sq um
- Slowest-stage cell, CP: and2_4
- Post-Layout Cell Count: 8,481
- Critical-path maximum fanout: 63
- Most common cell in the netlist: edfxtp_1
- Post-Syn Area: 80,230 sq um
- Startpoint Class: input port
- DP Wirelength: around 130 mm
- TNS Setup: 0 ns
- Root buffer cell: clkbuf_16
- Top cells, area: edfxtp_1 77%, a221oi_1 3.0%, a22oi_1 2.3%
- Clock tree sinks: 2,048
- Worst setup EP type: output port
- DRC Markers: 0
- Yosys cell count: 4,674
- WHS Endpoint: memory[30][18]
- Crit path kind: input port to output port
- Largest register FFs: 2,048
- Cts hold-fix bufs: 0
- Final instance area: 92,010 sq um
- Setup WS post-layout: 26.34 ns
- Total CTS buffers: ~190
- Largest net degree at the start of global routing: 96
- Hold Path Class: input port to flop
- Reg area: 61,500 sq um
- Final GP Congestion: 0.9119
- Post-CTS Setup Bufs: 0
==> placed cells by master (no fill, tap or decap), types with 44 or more instances in the layout <==
cell type	synthesis	layout
o21ai_0	183	183
a21o_1	56	56
nor3_1	100	98
buf_4	18	241
a221oi_1	275	275
mux2i_1	176	176
a21oi_1	70	70
nor3b_1	141	141
nand3b_1	138	138
nor2_4	0	66
o22ai_1	64	64
edfxtp_1	2048	2048
o2111ai_1	56	56
o221ai_1	48	48
and3_1	142	142
clkinv_1	0	44
clkbuf_16	0	194
nand2b_1	58	56
a22oi_1	248	248
==> per-stage QoR <==
stage	util (%)	power (mW)	hold slack (ns)
2_1_floorplan	-	1.876	10.94
3_3_place_gp	32.37	1.972	11.16
3_5_place_dp	32.37	1.974	11.16
4_1_cts	34.64	3.261	10.27
5_1_grt	34.64	3.331	10.32
6_report	34.65	3.242	10.32
==> logic make-up after synthesis <==
group | share of synthesized area, %
buffers and inverters | 2.224
flip-flops | 76.65
AND-OR/OR-AND | 11.01
multiplexers | 3.838
AND/OR/NAND/NOR | 6.277
==> cell type report <==
type	instances	area share, %
diodes	3	0.008159
clock buffers	237	5.452
clock inverters	113	1.122
inverters	6	0.02720
multi-input cells	2226	19.12
flip-flops and latches	2048	66.84
well taps	3533	4.805
repair buffers	315	2.625
==> per-layer routing <==
metal / vias up / wire length, um / global-route usage, %
met5: - / 467 / 1.387
met1: 22779 / 76270 / 19.64
li1: 19665 / - / -
met3: 443 / 35250 / 12.61
met4: 14 / 12430 / 7.505
met2: 2681 / 106500 / 27.41
==> worst max path at each step <==
stage | from | to | slack [ns] | cells after the start
after CTS | address[2] | memOut[25] | 26.30 | 12
after global routing | address[2] | memOut[11] | 26.06 | 13
final | address[2] | memOut[25] | 26.34 | 12
==> power by group <==
part | switching (mW) | internal (mW) | leakage (nW) | total (mW)
Clock | 0.580 | 0.721 | 2.94 | 1.30
Sequential | 0.00218 | 1.75 | 18.4 | 1.76
Combinational | 0.132 | 0.0534 | 6.77 | 0.186
Power and IR drop assume default switching activity.
